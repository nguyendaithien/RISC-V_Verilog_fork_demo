**flow/config.mk**
```make
export PLATFORM = sky130hd
export DESIGN_NAME = execute
export DESIGN_NICKNAME = execute
export VERILOG_FILES = /design/flow/design.v
export SDC_FILE = /design/flow/constraint.sdc
export NUM_CORES = 4
export LEC_CHECK = 1
export CORE_UTILIZATION = 50
```
**flow/constraint.sdc**
```tcl
current_design execute

set clk_period 22.3
set clk_io_pct 0.2

create_clock -name clk0 -period $clk_period [get_ports {clk}]

set non_clock_inputs [all_inputs -no_clocks]
set_input_delay [expr $clk_period * $clk_io_pct] -clock clk0 $non_clock_inputs
set_output_delay [expr $clk_period * $clk_io_pct] -clock clk0 [all_outputs]
```
**flow/design.v**
```verilog
module execute (
  input               clk               ,     
  input               reset_n           ,   
  input               ID_EX_mem_to_reg  ,
  input               ID_EX_reg_write   ,
  input               ID_EX_mem_write   ,
  input               ID_EX_mem_read    ,
  input               ID_EX_alu_src     ,
  input        [ 1:0] ID_EX_alu_op      ,
  input        [31:0] ID_EX_data1       ,
  input        [31:0] ID_EX_data2       ,
  input        [31:0] ID_EX_imm_gen     ,
  input        [ 4:0] ID_EX_rs1         ,
  input        [ 4:0] ID_EX_rs2         ,
  input        [ 4:0] ID_EX_rd          ,
  input        [ 3:0] ID_EX_inst_func   ,
  input        [ 1:0] forward_a         ,
  input        [ 1:0] forward_b         ,
  input        [31:0] wb_data           ,
  output logic [31:0] EX_MEM_alu_out    ,
  output logic        EX_MEM_mem_to_reg ,
  output logic        EX_MEM_reg_write  ,
  output logic        EX_MEM_mem_write  ,
  output logic        EX_MEM_mem_read   ,
  output logic [31:0] EX_MEM_dataB      ,
  output logic [ 4:0] EX_MEM_rd         ,
  output logic [31:0] alu_out           
);
logic [31:0] dataA;
logic [31:0] dataB;
logic [ 3:0] alu_ctrl;
logic [31:0] alu_inB;
localparam [3:0]  ADD = 4'b0010,
                  SUB = 4'b0110,
                  AND = 4'b0000,
                  OR  = 4'b0001,
                  XOR = 4'b0111;
localparam [1:0]  R = 2'b10,
                  I = 2'b00,
                  B = 2'b01;
always_comb begin : proc_alu_control
  case (ID_EX_alu_op)
  I: alu_ctrl = ADD;
  B: alu_ctrl = SUB;
  R: begin
      case (ID_EX_inst_func)
      4'b0000: alu_ctrl = ADD;
      4'b1000: alu_ctrl = SUB;
      4'b0111: alu_ctrl = AND;
      4'b0110: alu_ctrl = OR ;
      4'b0100: alu_ctrl = XOR;
        default : alu_ctrl = 4'b1111;
      endcase
  end
    default : alu_ctrl = 4'b1111;
  endcase
end
always_comb begin : proc_ALU
  case (forward_a)
  2'b01: dataA = wb_data;
  2'b10: dataA = EX_MEM_alu_out;
    default : dataA = ID_EX_data1;
  endcase
  case (forward_b)
  2'b01: dataB = wb_data;
  2'b10: dataB = EX_MEM_alu_out;
    default : dataB = ID_EX_data2;
  endcase
  alu_inB = (ID_EX_alu_src) ? ID_EX_imm_gen : dataB;
  case (alu_ctrl)
  ADD: alu_out = dataA + alu_inB;
  SUB: alu_out = dataA - alu_inB;
  AND: alu_out = dataA & alu_inB;
  OR : alu_out = dataA | alu_inB;
  XOR: alu_out = dataA ^ alu_inB;
    default : alu_out = dataA;
  endcase
end
always_ff @(posedge clk or negedge reset_n) begin : proc_EX_MEM_register
  if(~reset_n) begin
    EX_MEM_alu_out    <= 0;
    EX_MEM_mem_to_reg <= 0;
    EX_MEM_reg_write  <= 0;
    EX_MEM_mem_write  <= 0;
    EX_MEM_mem_read   <= 0;
    EX_MEM_dataB      <= 0;
    EX_MEM_rd         <= 0;
  end
  else begin
    EX_MEM_alu_out    <= alu_out;
    EX_MEM_mem_to_reg <= ID_EX_mem_to_reg;
    EX_MEM_reg_write  <= ID_EX_reg_write;
    EX_MEM_mem_write  <= ID_EX_mem_write;
    EX_MEM_mem_read   <= ID_EX_mem_read;
    EX_MEM_dataB      <= dataB;
    EX_MEM_rd         <= ID_EX_rd;
  end
end
endmodule : execute
```
**flow/run.sh**
```bash
#!/bin/bash
# OpenROAD 26Q1-2900-gdf79404cd8, Yosys 0.63+post, stock flow scripts
make -C /OpenROAD-flow-scripts/flow DESIGN_CONFIG=/design/flow/config.mk WORK_HOME=/design/flow/orfs finish
```
==> impl_metrics.ini <==
; physical design summary
[global_routing]
grt_usage_pct = 38.1
grt_pass1_vias = 7554
grt-ovfl-total = 0
grt_pass1_wl_um = 45900
grt_max_degree = 71
antenna_found_initial = 1

[critical_path]
reg2reg_to = EX_MEM_alu_out[30]
worstPathArrival_ns = 11.06
cp_slowest_cell = buf_4
r2r_start = EX_MEM_alu_out[0]
r2r_cells = 20
crit_path_end = alu_out[30]
cp_max_fo = 70
required_ns = 17.84
crit_start = forward_b[0]
crit_chain = clkdlybuf4s50_1 -> inv_1 -> ha_2 -> buf_4 -> o21ai_1 -> nor2b_1 -> a21oi_1 -> ha_1 -> nand2b_1 -> nor3_2 -> o21ai_1 -> nand2b_1 -> nand2_1 -> xnor2_1 -> ha_1 -> a21oi_1 -> nor2b_1 -> or4b_1 -> o22a_1 -> a311oi_1 -> a21oi_1 -> xnor2_1 -> o22ai_1 -> clkdlybuf4s50_1
reg2reg_setup_slack_ns = 16.85
worstSetupStartpointType = primary input
path_class = in2out
path_common_cell = a21oi_1
critPathTopFamily = AND-OR/OR-AND gates
critPathMaxStageDelay_ns = 0.52
worstSetupEndpointType = output port
critPathBufInv = 4
crit_cells = 24

[clocking]
cts_root_buf = clkbuf_16
cts_hold_buf = 0
numCtsBuffers = 9
cts_resized = 0
clock_path_buffers = 2
h-tree-depth = 3
clkLatencyLatePin_ns = 0.33
cts.sinks = 73
cts_tree = built
cts_setup_buffers = 0
clkTransAtPathRegs_ns = 0.05

[final_timing]
whs_ns = 0.643
rsz0062_at_grt = false
post-route-min-period_ns = 15.52
max_freq_mhz = 64.5
finalClockPeriodUsage_pct = 69.6
drv_slew = 0
setup_violations = 0
fin_setup_tns_ns = 0
hold_viol = 0
skew_ns = 0.00566
worst_pin_slew_ns = 0.847
maxSlewHeadroom_pct = 42.9

[pwr]
ir_worst_vdd_uv = 38.0
p_leak_nw = 4.80
finalPower_uw = 712
p_per_area_nw_per_um2 = 65.1

[flow_run]
warnings = 78
maxCapViolCount = 0

[placed_design]
dpl_cell_area_um2 = 10600
numPortBuffers = 254
dpl.hpwl_um = 24600
gp_congestion = 0.958

[detailed_routing]
routed_wl_um = 30800
drc_errors = 0
vias_per_cell = 5.87
ant_nets = 0
wl_met1_um = 14000
drtPass1Iterations = 5
wl_met2_um = 12300
top_layer = met4
num_vias = 8458
drtIter0Drc = 721
met3_length_um = 3870
wl_per_cell_um = 21.4

[die]
die_h_um = 128
core_area_um2 = 15400
io-pin-count = 265
die-area_um2 = 16500
die_width_um = 128
rows = 45
initCoreUtil_pct = 51.8

[finish]
fin_area_um2 = 10900
syn2layout_area_growth_pct = 36.7
layout-drive-gt1-share_pct = 4.96
reg_top3 = EX_MEM_alu_out: 32 flops, EX_MEM_dataB: 32 flops, EX_MEM_rd: 5 flops
fill_cells = 1279

[logic_synthesis]
synth_stat.cells = 1005
ys_seq_share_pct = 22.8
area_leaders = dfrtp_1 (23%), ha_1 (17%), a21oi_1 (7.7%)
yosysWarnings = 1
ys_chip_area_um2 = 8000
syn_inst = 1005
ff_type = dfrtp_1
syn_avg_cell_area_um2 = 7.96
ys_types = 68
syn_area_um2 = 8000
numSynthFlops = 73
async_flop_share_pct = 100
synth-edff-count = 0
top_cell_area_share_pct = 22.8
largest_area_cell = dfrtp_1

[min_path]
hold_depth = 2
hold_class = reg2reg

[run_status]
status = complete, no violations
==> final cells by class <==
type	instances	area, um^2	share of cell area [%]
multi-input combinational	786	5570	51.0
timing repair buffer	267	2630	24.1
sequential	73	1830	16.7
inverter	88	330	3.02
tap	211	264	2.42
clock buffer	12	256	2.35
clock inverter	3	40.0	0.366
antenna	1	2.50	0.0229
==> stage by stage <==
step	instances	setup slack, ns	utilization (%)
final	1441	6.78	70.8
after global routing	1441	6.44	70.8
after CTS	1440	6.95	70.8
after detailed placement	1425	6.98	68.9
after global placement	1425	7.04	68.9
after floorplan	1005	8.89	-
==> cells in the mapped netlist (5+ instances only) <==
cell type / number
a211oi_1: 5
a21o_1: 11
a21oi_1: 123
a221oi_1: 26
a22oi_1: 59
a31oi_1: 8
buf_1: 8
buf_2: 6
buf_6: 6
clkbuf_1: 36
dfrtp_1: 73
ha_1: 107
inv_1: 87
mux2_2: 9
nand2_1: 81
nand2b_1: 8
nand3_1: 5
nor2_1: 66
nor2b_1: 10
nor3_1: 8
nor3b_1: 5
nor4_1: 6
o21a_1: 18
o21ai_0: 66
o21ai_1: 23
o31a_1: 7
o31ai_1: 6
xnor2_1: 49
xor2_1: 9
==> how the worst min path moves through the flow <==
stage	from	endpoint	slack, ns
final	EX_MEM_alu_out[17]	EX_MEM_dataB[17]	0.64
after CTS	EX_MEM_alu_out[17]	EX_MEM_dataB[17]	0.64
after global routing	EX_MEM_alu_out[17]	EX_MEM_dataB[17]	0.69
==> routing by layer <==
layer | vias up | global-route usage, %
met5 | - | 0
met4 | 0 | 6.23
met3 | 30 | 14.7
met2 | 398 | 50.7
met1 | 3957 | 59.7
li1 | 4073 | -
==> report_power, final <==
group | switching, mW | internal, mW | total [mW] | leakage, nW
Clock | 0.0530 | 0.0917 | 0.145 | 0.148
Combinational | 0.200 | 0.193 | 0.393 | 3.77
Sequential | 0.0184 | 0.156 | 0.174 | 0.889
Total | 0.271 | 0.441 | 0.712 | 4.80
==> placed cells by master (no fill, tap or decap), drive strengths merged, types with 10 or more instances in the layout <==
cell             n
clkdlybuf4s50  252
a21oi          123
ha             107
o21ai           89
inv             88
nand2           81
dfrtp           73
nor2            66
a22oi           59
xnor2           49
a221oi          30
o21a            18
buf             15
clkbuf          12
nor3            12
a21o            11
nor2b           10
==> kinds of logic (layout without fill, tap and decap cells) <==
logic type	count (synthesis)	in the layout	synth area share [%]
AND-OR/OR-AND	394	394	31.9
XOR/XNOR	58	58	6.35
adder cells (fa/ha/maj)	108	108	17.0
buffers and inverters	146	370	7.61
flip-flops	73	73	22.8
multiplexers	13	13	1.77
other	0	1	0
AND/OR/NAND/NOR	213	213	12.6
==> tightest hold or removal path, stage by stage (launching register included) <==
cell	delay [ns]
dfrtp_1	0.37
a221oi_1	0.13
nor2_1	0.10
Power and IR drop assume default switching activity.
