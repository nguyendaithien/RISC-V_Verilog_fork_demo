<file path="./config.mk">
export PLATFORM = sky130hd
export DESIGN_NAME = instructionmemory
export DESIGN_NICKNAME = instructionmemory
export VERILOG_FILES = /design/flow/design.v
export SDC_FILE = /design/flow/constraint.sdc
export NUM_CORES = 4
export LEC_CHECK = 1
export CORE_AREA = 10 10 70 70
export DIE_AREA = 0 0 80 80
</file>
<file path="./constraint.sdc">
current_design instructionmemory

set clk_period 2.5
set clk_io_pct 0.2

create_clock -name clk0 -period $clk_period

set non_clock_inputs [all_inputs -no_clocks]
set_input_delay [expr $clk_period * $clk_io_pct] -clock clk0 $non_clock_inputs
set_output_delay [expr $clk_period * $clk_io_pct] -clock clk0 [all_outputs]
</file>
<file path="./design.v">
`timescale 1ns / 1ps
module instructionmemory#(
    parameter INS_ADDRESS = 9,
    parameter INS_W = 32
     )(
    input logic [ INS_ADDRESS -1:0] ra ,  
    output logic [ INS_W -1:0] rd  
    );
logic [INS_W-1 :0] Inst_mem [(2**(INS_ADDRESS-2))-1:0];
assign Inst_mem[0 ]=32'b00000000000000000000000000010011; 
assign Inst_mem[1 ]=32'b00000000100000000000000010010011; 
assign Inst_mem[2 ]=32'b00000000010000000000000100010011; 
assign Inst_mem[3 ]=32'b00000000001000001110000110110011; 
assign Inst_mem[4 ]=32'b00000000000000010110001000110011; 
assign Inst_mem[5 ]=32'b00000000001000100000001100110011; 
assign Inst_mem[6 ]=32'b00000000001000000000001000010011; 
assign Inst_mem[7 ]=32'b11111111111000000000001010010011; 
assign Inst_mem[8 ]=32'b00000000010000001001100100110011; 
assign Inst_mem[9 ]=32'b00000000010000101101100110110011; 
assign Inst_mem[10 ]=32'b01000000010000101101101000110011; 
assign Inst_mem[11]=32'b00000000001000001010101010110011; 
assign Inst_mem[12]=32'b00000000000100010010101100110011; 
assign Inst_mem[13]=32'b00000000000100101011101110110011; 
assign Inst_mem[14]=32'b00000000010100001011110000110011; 
assign Inst_mem[15]=32'b00000000100000001010110010010011; 
assign Inst_mem[16]=32'b00000001000000001010110100010011; 
assign Inst_mem[17]=32'b11111111110000000000001010010011; 
assign Inst_mem[18]=32'b11111111111000001011110110010011; 
assign Inst_mem[19]=32'b11111111111000101011111000010011; 
assign Inst_mem[20]=32'b00000000000100101001111010010011; 
assign Inst_mem[21]=32'b00000000000100101101111100010011; 
assign Inst_mem[22]=32'b01000000000100101101111110010011; 
assign Inst_mem[23]=32'b00000000101000001100001100010011; 
assign Inst_mem[24]=32'b00000000001000001110001110010011; 
assign Inst_mem[25]=32'b00000000101000001111010000010011; 
assign Inst_mem[26]=32'b00000000001000001100010010110011; 
assign rd =  Inst_mem [ra[INS_ADDRESS-1:2]];  
endmodule
</file>
<file path="./run.sh">
#!/bin/bash
# OpenROAD 26Q1-2900-gdf79404cd8, Yosys 0.63+post, stock flow scripts
make -C /OpenROAD-flow-scripts/flow DESIGN_CONFIG=/design/flow/config.mk WORK_HOME=/design/flow/orfs finish
</file>
==> notes.md <==
Implementation numbers.

- In the post-synthesis netlist, the biggest area contributors are buf_4, a21oi_1, buf_6.
- The overall overflow remaining after global route is 0.
- The count of cell types in the netlist is 45.
- The die extent in x is 80 µm.
- The detail route stage leaves a number of antenna-violating nets equal to 0.
- The type of the setup path with the least slack is in -> out.
- The number of hold-repair buffers added at the cts stage is 0.
- The global routing usage summed across all routing layers is 0.0984.
- The count of final hold-check violations is 0.
- The leakage power total reads 0.000780 µW.
- The flow ran to the end, and the final reports show no timing, DRC or antenna violations.
- The kind of launch point of the worst setup path is an input port.
- The setup TNS after final layout reads 0 ns.
- The most critical setup path has its startpoint at ra[6].
- The largest net degree at the start of global routing is 14.
- The maximum vdd ir drop reads 61.9 µV.
- The fraction of layout instances using a drive strength above 1 is 0.394.
- Setup repair after global routing left no endpoint under its margin.
- The final routed wirelength across all metal layers reads 3.28 mm.
- The area growth from synthesis to layout is 76.9%.
- The number of inserted diodes is 0.
- The share of Yosys cell area claimed by the top area cell type is 0.143.
- The chip area from the yosys synthesis statistics is 890 µm².
- STA classifies the critical path endpoint as an output port.
- A synthesized cell averages 6.26 µm².
- The number of antenna violations at the first check in global routing came to 0.
- The number of top-level pins is 41.
- The power density over the cells is 145 nW/µm².
- The worst hold slack is 1.56 ns.
- In this run the worst setup path terminates at rd[31].
- The final RePlAce weighted congestion reads 0.856.
- The proportion of synthesized chip area in sequential cells reads 0.
- The sequential cell area in the final layout is 0 µm².
- The number of cells in Yosys stat is 142.
- The required time of the worst setup path is 2.00 ns.
- The total DRC errors in the routed layout is 0.
- The die footprint is 6400 µm².
- The wire length of the first global-routing pass is 5.41 mm.
- The synthesized netlist occupies a cell area of 890 µm².
- The portion of the clock cycle consumed by the worst path in the final layout is 0.951.
- Per the detail_route report, the via count comes to 1,195.
- The data arrival time of the critical path reads 1.88 ns.
- The time the final worst path needs with I/O delays and setup is 2.38 ns.
- The mean number of vias per cell reads 4.70.
- The estimated wirelength of the detail-placed design is 2.37 mm.
- The final core area utilization is 0.461.
- The number of failing setup endpoints in the final timing report is 0.
- The via count of the first global-routing pass was 1,133.
- The placeable core region is 3420 µm².
- The starting utilization of the core area reads 0.260.
- The number of violations reported at the end of detailed-routing iteration 0 is 80.
- The count of synthesis-stage warnings from yosys is 3,234.
- The number of placement rows is 21.
- Clock buffers in the final layout number 0.
- The number of cells produced by synthesis is 142.
- In the finished design the tool counted flip-flops and latches totalling 0.
- The number of buffer cells added on primary ports is 31.
- The die height is 80 µm.
- The number of pins exceeding their max-slew limit in the final report is 0.
- The library cell occupying the most area in the post-synthesis netlist is buf_4.
- According to the report, the first pass of detailed routing completed in 4 iterations.
- The kind of path behind the tightest hold check is in -> out.
- OpenROAD emitted warnings numbering 34.
- The final layout report lists a filler cell count of 342.
- The number of max-cap violations reads 0.
- The fmax reads 421 MHz.
- Along the worst path, the maximum fanout reaches 6.
- The routed wire length per instance reads 12.9 µm.
Yosys cell counts, drive strengths merged, types with 2 or more instances:
master / count
a21oi: 19
a31oi: 2
and2b: 3
buf: 26
clkbuf: 2
conb: 2
inv: 2
mux2i: 2
nand2: 9
nand2b: 8
nand3: 3
nor2: 13
nor2b: 7
nor3: 6
o211ai: 3
o21a: 2
o21ai: 10
o221a: 2
o22ai: 2
critical path, stage by stage:
cell and delay, ns:
buf_2 0.12, buf_6 0.13, and3b_2 0.25, o21ai_1 0.08
a211oi_2 0.18, buf_4 0.16, clkdlybuf4s50_1 0.46
area by class of cell:
class	instances	area (µm²)	share of cell area
inverter	2	7.51	0.00477
multi-input combinational	118	756	0.480
tap	46	57.6	0.0366
timing repair buffer	88	753	0.479
worst min path at each step:
stage     cells past startpoint  slack (ns)  startpoint     end
6_report                      5        1.56       ra[8]  rd[11]
5_1_grt                       5        1.61       ra[8]  rd[11]
4_1_cts                       5        1.74       ra[4]  rd[10]
per-stage QoR:
stage	total power, µW	instances	area (µm²)	worst slack [ns]
finish	229	254	1570	0.124
global route	252	254	1570	0.0388
CTS	214	246	1500	0.00817
detailed placement	204	242	1420	-0.349
global placement	204	242	1420	-0.358
floorplan	116	148	912	0.437
placed cells by master (no fill, tap or decap), drive strengths merged, types with 2 or more instances in the layout:
cell type	n
buf	59
clkbuf	3
nor3	6
o21a	2
nor2b	7
mux2i	2
nand2	9
o211ai	3
o21ai	10
clkdlybuf4s50	11
a21oi	19
conb	8
nor2	13
o22ai	2
inv	2
o221a	2
dlygate4sd2	11
dlymetal6s2s	4
and2b	3
a31oi	2
nand3	3
nand2b	8
cell families after synthesis:
logic type,share of synthesized area
other,0.00844
multiplexers,0.0225
AND-OR/OR-AND,0.366
buffers and inverters,0.246
AND/OR/NAND/NOR,0.357
where the power goes:
part	total [µW]	internal, µW	switching [µW]
combinational	229	129	100
clock	0	0	0
sequential	0	0	0
total	229	129	100
metal layers:
metal | part of all wire | vias up | track usage
li1 | - | 624 | -
met1 | 0.49 | 546 | 0.133
met2 | 0.47 | 25 | 0.167
met3 | 0.041 | 0 | 0.0148
met4 | 0 | 0 | 0.00528
met5 | 0 | - | 0
timing repair:
item,4_1_cts,5_1_grt
setup endpoints to repair,24,12
setup buffers,2,8
gates resized,40,19
pin swaps,9,3
cloned,2,0
Power figures rest on the tool's default switching activity, not on a simulated workload.
