[design/flow/config.mk]
export PLATFORM = sky130hd
export DESIGN_NAME = RegFile
export DESIGN_NICKNAME = RegFile
export VERILOG_FILES = /design/flow/design.v
export SDC_FILE = /design/flow/constraint.sdc
export NUM_CORES = 4
export LEC_CHECK = 1
export CORE_UTILIZATION = 50
[design/flow/constraint.sdc]
current_design RegFile

set clk_period 15.5
set clk_io_pct 0.2

create_clock -name clk0 -period $clk_period [get_ports {clk}]

set non_clock_inputs [all_inputs -no_clocks]
set_input_delay [expr $clk_period * $clk_io_pct] -clock clk0 $non_clock_inputs
set_output_delay [expr $clk_period * $clk_io_pct] -clock clk0 [all_outputs]
[design/flow/design.v]
`timescale 1ns / 1ps
module RegFile#(
      parameter DATA_WIDTH   = 32,   
      parameter ADDRESS_WIDTH = 5,  
      parameter NUM_REGS = 32
   )
   (
   input  clk,  
   input  rst, 
   input  rg_wrt_en,  
   input  [ADDRESS_WIDTH-1:0] rg_wrt_dest,  
   input  [ADDRESS_WIDTH-1:0] rg_rd_addr1,  
   input  [ADDRESS_WIDTH-1:0] rg_rd_addr2,  
   input  [DATA_WIDTH-1:0] rg_wrt_data,  
   output logic [DATA_WIDTH-1:0] rg_rd_data1,  
   output logic [DATA_WIDTH-1:0] rg_rd_data2  
   );
integer 	 i;
logic [DATA_WIDTH-1:0] register_file [NUM_REGS-1:0];
always @( negedge clk ) 
begin
    if( rst == 1'b1 )
        for (i = 0; i < NUM_REGS ; i = i + 1)
            register_file [i] <= 0;
    else if( rst ==1'b0 && rg_wrt_en ==1'b1 )
        register_file [ rg_wrt_dest ] <= rg_wrt_data;
end
assign rg_rd_data1 = register_file[rg_rd_addr1];
assign rg_rd_data2 = register_file[rg_rd_addr2];
endmodule
[design/flow/run.sh]
#!/bin/bash
# OpenROAD 26Q1-2900-gdf79404cd8, Yosys 0.63+post, stock flow scripts
make -C /OpenROAD-flow-scripts/flow DESIGN_CONFIG=/design/flow/config.mk WORK_HOME=/design/flow/orfs finish
==> changes_impl.md <==
## Flow update

- Result of the run: completed
- Clock tree from TritonCTS: yes
- Antenna violation net count after detailed routing: 0
- Cells after synthesis: approximately 4600
- Num Clock Sinks: between 1000 and 1500
- Peak per-stage delay on the critical path: slightly below 0.6 ns
- Avg Vias per Cell: 5.80
- Number of ports placed on the die boundary: roughly 110
- Peak VDD IR: between 0.08 and 0.09 mV
- CP cell instances: mux2i_1 > a22o_1 > nor3_1 > a31oi_1 > nand3_1 > clkdlybuf4s50_1
- Number of enable flip-flop cells: around 1000
- Number of synthesized register bits: 1024
- Vias: between 40000 and 50000
- Buffering stage count on the worst path with inverters included: 1
- Sequential share of the synthesized area: 0.547
- Die boundary height: 337 µm
- Sort of element at the start of the critical path: flip-flop
- Area overhead of the layout relative to synthesis: 18.8%
- Number of global-route vias before repair: between 40000 and 50000
- Yosys synthesis warning count: 1
- Worst setup path category: flip-flop to output pin
- Top cells by area in the synthesized netlist: edfxtp_1 (55%), mux2i_1 (18%), and2_1 (11%)
- Worst hold-check path type: primary input to output pin
- Total Die Area: around 110000 µm²
- Root Buffer: clkbuf_16
- Average wire per cell in the routed design: 27.5 µm
- Die span in x: roughly 340 µm
- Maximum number of pins on one net before global-route repair: approximately 90
- OpenROAD warnings: a little over 1000
- Hold buffer count at CTS: 0
- Relative max-transition margin: 0.300
- H-tree levels: 3
- Core utilization at floorplan: 0.506
- Commonest Layout Cell: inv_1
- GPL Wtd Cong: roughly 0.9
- Count of buffers from port buffering: 113
- Final global-route overflow total: 0
- Data required time of the worst path: ~12 ns
- Core area: 111000 µm²
- Leakage: between 30 and 40 nW
- Final setup violating endpoints: 0
- Most used cells in the layout excluding fill and tap cells: inv_1 (1059), and2_1 (1024), mux2i_1 (1024), edfxtp_1 (1024), nand2_1 (194)
- Cell total in the yosys stat output: 4641
- Flip-flop count of the largest register, all copies and words added: 1024
- Average cell area after synthesis: approximately 12 µm²
- Reg with most FFs: register_file
- Global-route wire length before repair: 282 mm
- Global Route Usage Sum: 0.381
- Area of the mapped netlist: approximately 56000 µm²
- WHS Path Cells: 6
- Pwr Density: 122 nW/µm²
- Hold path endpoint: rg_rd_data1[16]
- Count of endpoints failing hold in the final timing report: 0
- Fin. max-slew vios: 0
- Detailed Route WL: between 150 and 200 mm
- Post-cts gate resize count: 0
- Row count: roughly 120
- Cell accounting for the most synthesized area: edfxtp_1
- Data arrival at the endpoint of the critical path: ~11 ns
- Startpoint of the lowest-slack hold path: rg_rd_addr1[1]
- Violation tally from detailed-route iteration zero: roughly 3000
- Library cells used by synthesis: 31
- Transition time of the tightest slew-check pin: approximately 1.1 ns
- DRT Pass-1 Iters: 6
- Crit-path leading delay family: simple AND/OR/NAND/NOR gates
- Largest registers ranked by flip-flop count: register_file x1024
- Max FO, Critical Path: 2
- Library cell contributing the largest single delay on the critical path: nor3_1
- Synthesized chip area reported by yosys: 56200 µm²
- RSZ-0062 raised after global routing: false
- Proportion of netlist area held by the largest area contributor: 0.547
- Setup TNS Final: 0 ns
- TritonCTS buffer count: between 100 and 150
- Antenna violations before repair: 6
- Layout cell share with drive strength beyond 1: 0.0760
- HPWL reported at the end of detailed placement: around 110 mm
- Detailed-route DRC error count: 0
- Final Power: about 0.008 W
- Worst Setup End Kind: output pin
- CTS Buffer Depth: 3
- Synth async-reset ratio: 0
- Register clock-pin slew on the reported worst setup and hold paths: about 0.040 ns
- Post-synth top flop: edfxtp_1
- MaxCap Viol Count: 0
- # Post-CTS Setup Buffers: 0
==> cell usage after synthesis, types with 6 or more instances <==
| library cell | number |
|---|---|
| a22oi_1 | 192 |
| buf_6 | 18 |
| mux2i_1 | 1024 |
| and2_1 | 1026 |
| buf_4 | 83 |
| nor2_2 | 13 |
| buf_1 | 25 |
| nor3_1 | 64 |
| or2_2 | 34 |
| clkbuf_2 | 21 |
| nor2_4 | 6 |
| nor2_1 | 15 |
| a22o_1 | 128 |
| edfxtp_1 | 1024 |
| buf_2 | 53 |
| a31oi_1 | 64 |
| a21oi_1 | 192 |
| clkbuf_1 | 247 |
| nand2_1 | 196 |
| nand3_1 | 193 |
==> stage by stage <==
step | utilization | setup slack, ns | std cells | hold WS (ns) | area, µm²
finish | 0.601 | 1.83 | 7204 | 7.38 | 66700
detailed placement | 0.529 | 1.51 | 5954 | 7.42 | 58700
global route | 0.601 | 1.72 | 7199 | 7.49 | 66700
CTS | 0.601 | 1.89 | 7199 | 7.42 | 66700
global placement | 0.529 | 1.49 | 5954 | 7.42 | 58700
floorplan | - | 2.98 | 4641 | 6.46 | 56200
==> per-layer routing <==
metal,track usage,vias to the layer above,wire length [µm]
li1,-,18900,-
met1,0.481,20000,71300
met2,0.515,2402,87600
met3,0.256,439,29400
met4,0.192,10,9300
met5,0.00511,-,89
==> kinds of logic after synthesis <==
| logic type | synth area share |
|---|---|
| compound gates | 0.0698 |
| buf+inv | 0.0397 |
| flops | 0.547 |
| mux | 0.182 |
| simple gates | 0.161 |
==> worst max-delay path by stage <==
stage	from	to	slack [ns]	depth (start not counted)
4_1_cts	register_file[2][11]	rg_rd_data1[11]	1.89	6
5_1_grt	register_file[0][13]	rg_rd_data2[13]	1.72	6
6_report	register_file[2][11]	rg_rd_data1[11]	1.83	6
==> where the power goes <==
part           internal (W)  switching, W
clock network       0.00219       0.00184
registers           0.00322     0.0000774
logic              0.000297      0.000512
total               0.00571       0.00243
==> cell type report <==
| class | instances | area, µm² |
|---|---|---|
| flip-flops and latches | 1024 | 30700 |
| clock inverters | 1125 | 5010 |
| fillers | 8757 | 44200 |
| clock buffers | 121 | 3030 |
| diodes | 5 | 12.5 |
| well taps | 1488 | 1860 |
| repair buffers | 273 | 2640 |
| multi-input cells | 3168 | 23400 |
Power is estimated from default activity; no workload was simulated.
